File: run.sh
#!/bin/bash
# OpenROAD 26Q1-2900-gdf79404cd8, Yosys 0.63+post, stock flow scripts
make -C /OpenROAD-flow-scripts/flow DESIGN_CONFIG=/design/flow/config.mk WORK_HOME=/design/flow/orfs finish
File: constraint.sdc
current_design simplecpu

set clk_period 3.5
set clk_io_pct 0.2

create_clock -name clk0 -period $clk_period [get_ports {clk}]

set non_clock_inputs [all_inputs -no_clocks]
set_input_delay [expr $clk_period * $clk_io_pct] -clock clk0 $non_clock_inputs
set_output_delay [expr $clk_period * $clk_io_pct] -clock clk0 [all_outputs]
File: design.v
module ALU(input wire [1:0] SEL, input wire [8:0] AC, input wire [8:0] DR, output ALUCARRY, output wire [8:0] OUT);
   assign {ALUCARRY, OUT[8:0]} = (SEL == 2'b00) ? AC[8:0] + DR[8:0] :
							  (SEL == 2'b01) ? AC[8:0] - DR[8:0] :
							  AC[8:0] & DR[8:0];
endmodule  
module buffer6bit(input wire [5:0] in, input enable, output wire [5:0] out);
   assign out[5:0] = enable ? in[5:0] : 6'bzzzzzz;
endmodule  
module buffer9bit(input wire [8:0] in, input enable, output wire [8:0] out);
   assign out[8:0] = enable ? in[8:0] : 9'bzzzzzzzzz;
endmodule  
module counter5bit(input CLK, LD, INC, CLR, input wire [4:0] DATA, output reg [4:0] STATE);
   always @(negedge CLK) begin
	  if(CLR)      STATE[4:0] <= 5'b00000;
	  else if(LD)  STATE[4:0] <= DATA[4:0];
	  else if(INC) STATE[4:0] <= STATE[4:0]+1;
   end
endmodule  
module counter6bit(input CLK, LD, INC, CLR, input wire [5:0] DATA, output reg [5:0] STATE);
   always @(negedge CLK) begin
	  if(CLR)      STATE[5:0] <= 6'b000000;
	  else if(LD)  STATE[5:0] <= DATA[5:0];
	  else if(INC) STATE[5:0] <= STATE[5:0]+1;
   end
endmodule  
module counter9bit(input CLK, LD, INC, CLR, input wire [8:0] DATA, output reg [8:0] STATE);
   always @(negedge CLK) begin
	  if(CLR)      STATE[8:0] <= 9'b000000000;
	  else if(LD)  STATE[8:0] <= DATA[8:0];
	  else if(INC) STATE[8:0] <= STATE[8:0]+1;
   end
endmodule  
module decoder(input wire [4:0] IN, output wire [31:0] OUT);
   assign OUT[31:0] = (IN[4:0] == 5'b00000) ? 32'b10000000000000000000000000000000 :
					  (IN[4:0] == 5'b00001) ? 32'b01000000000000000000000000000000 :
					  (IN[4:0] == 5'b00010) ? 32'b00100000000000000000000000000000 :
					  (IN[4:0] == 5'b00011) ? 32'b00010000000000000000000000000000 :
					  (IN[4:0] == 5'b00100) ? 32'b00001000000000000000000000000000 :
					  (IN[4:0] == 5'b00101) ? 32'b00000100000000000000000000000000 :
					  (IN[4:0] == 5'b00110) ? 32'b00000010000000000000000000000000 :
					  (IN[4:0] == 5'b00111) ? 32'b00000001000000000000000000000000 :
					  (IN[4:0] == 5'b01000) ? 32'b00000000100000000000000000000000 :
					  (IN[4:0] == 5'b01001) ? 32'b00000000010000000000000000000000 :
					  (IN[4:0] == 5'b01010) ? 32'b00000000001000000000000000000000 :
					  (IN[4:0] == 5'b01011) ? 32'b00000000000100000000000000000000 :
					  (IN[4:0] == 5'b01100) ? 32'b00000000000010000000000000000000 :
					  (IN[4:0] == 5'b01101) ? 32'b00000000000001000000000000000000 :
					  (IN[4:0] == 5'b01110) ? 32'b00000000000000100000000000000000 :
					  (IN[4:0] == 5'b01111) ? 32'b00000000000000010000000000000000 :
					  (IN[4:0] == 5'b10000) ? 32'b00000000000000001000000000000000 :
					  (IN[4:0] == 5'b10001) ? 32'b00000000000000000100000000000000 :
					  (IN[4:0] == 5'b10010) ? 32'b00000000000000000010000000000000 :
					  (IN[4:0] == 5'b10011) ? 32'b00000000000000000001000000000000 :
					  (IN[4:0] == 5'b10100) ? 32'b00000000000000000000100000000000 :
					  (IN[4:0] == 5'b10101) ? 32'b00000000000000000000010000000000 :
					  (IN[4:0] == 5'b10110) ? 32'b00000000000000000000001000000000 :
					  (IN[4:0] == 5'b10111) ? 32'b00000000000000000000000100000000 :
					  (IN[4:0] == 5'b11000) ? 32'b00000000000000000000000010000000 :
					  (IN[4:0] == 5'b11001) ? 32'b00000000000000000000000001000000 :
					  (IN[4:0] == 5'b11010) ? 32'b00000000000000000000000000100000 :
					  (IN[4:0] == 5'b11011) ? 32'b00000000000000000000000000010000 :
					  (IN[4:0] == 5'b11100) ? 32'b00000000000000000000000000001000 :
					  (IN[4:0] == 5'b11101) ? 32'b00000000000000000000000000000100 :
					  (IN[4:0] == 5'b11110) ? 32'b00000000000000000000000000000010 :
					  (IN[4:0] == 5'b11111) ? 32'b00000000000000000000000000000001 :
					  32'b00000000000000000000000000000000;
endmodule  
module dff(input CLK, input D, output reg Q);
   always @(posedge CLK) Q = D;
endmodule  
module parallel3bit(input CLK, LD, input wire [2:0] DATA, output reg[2:0] STATE);
   always @(posedge CLK) begin
	  if(LD) STATE[2:0] = DATA[2:0];
   end
endmodule  
module parallel6bit(input CLK, LD, input wire [5:0] DATA, output reg[5:0] STATE);
   always @(negedge CLK) begin
	  if(LD) STATE[5:0] = DATA[5:0];
   end
endmodule  
module parallel9bit(input CLK, LD, input wire [8:0] DATA, output reg[8:0] STATE);
   always @(negedge CLK) begin
	  if(LD) STATE[8:0] = DATA[8:0];
   end
endmodule  
module simplecpu(input clk, input wire [8:0] D, output READ, WRITE, output wire [5:0] A, output wire [8:0] DATA);
   wire [8:0] BUS;
   wire 	  ZERO, CARRY;
   wire [5:0] PCOUT;
   wire [8:0] DROUT;
   wire [8:0] ACOUT;
   wire [2:0] IROUT;
   wire [8:0] ALUOUT;
   wire 	  ALUCARRY;
   wire [4:0] STATE;
   wire 	  FETCH1; 
   wire 	  FETCH2; 
   wire 	  FETCH3; 
   wire 	  ADD1;   
   wire 	  ADD2;   
   wire 	  SUB1;   
   wire 	  SUB2;   
   wire 	  AND1;   
   wire 	  AND2;   
   wire 	  INC1;   
   wire 	  JMP1;   
   wire 	  JC1;    
   wire 	  JZ1;    
   wire 	  MOV1;   
   wire 	  JC1VALID;
   assign JC1VALID = JC1 && CARRY;  
   wire 	  JZ1VALID;
   assign JZ1VALID = JZ1 && ZERO;  
   wire 	  UN01;
   wire 	  UN02;
   wire 	  UN03;
   wire 	  UN04;
   wire 	  UN05;
   wire 	  UN06;
   wire 	  UN07;
   wire 	  UN08;
   wire 	  UN09;
   wire 	  UN10;
   wire 	  UN11;
   wire 	  UN12;
   wire 	  UN13;
   wire 	  UN14;
   wire 	  UN15;
   wire 	  UN16;
   wire 	  UN17;
   wire 	  UN18;
   wire 	  ARLOAD;
   wire 	  DRLOAD;
   wire 	  IRLOAD;
   wire 	  PCLOAD;
   wire 	  PCINC;
   wire 	  ACLOAD;
   wire 	  ACINC;
   wire 	  CARRYCLK;
   wire 	  CARRYD;
   reg  	  INITIALCLR;
   assign CLK = clk && (~INITIALCLR);
   wire [1:0] ALUSEL;
   wire 	  LOAD;
   wire 	  CLR;
   wire 	  INC;
   wire 	  MEMBUS;
   wire 	  PCBUS;
   wire 	  DRBUS;
   parallel6bit AR(.CLK(CLK), .LD(ARLOAD), .DATA(BUS[5:0]), .STATE(A[5:0]));
   parallel9bit DR(.CLK(CLK), .LD(DRLOAD), .DATA(BUS[8:0]), .STATE(DROUT[8:0]));
   parallel3bit IR(.CLK(CLK), .LD(IRLOAD), .DATA(BUS[8:6]), .STATE(IROUT[2:0]));
   counter6bit PC(.CLK(CLK), .LD(PCLOAD), .INC(PCINC), .CLR(INITIALCLR), .DATA(BUS[5:0]), .STATE(PCOUT[5:0]));
   counter9bit AC(.CLK(CLK), .LD(ACLOAD), .INC(ACINC), .CLR(INITIALCLR), .DATA(ALUOUT[8:0]), .STATE(ACOUT[8:0]));
   ALU ALU1(.SEL(ALUSEL[1:0]), .AC(ACOUT[8:0]), .DR(BUS[8:0]), .ALUCARRY(ALUCARRY), .OUT(ALUOUT[8:0]));
   buffer6bit PCBUF(.in(PCOUT[5:0]), .enable(PCBUS), .out(BUS[5:0]));
   buffer9bit DRBUF(.in(DROUT[8:0]), .enable(DRBUS), .out(BUS[8:0]));
   buffer9bit MEMBUF(.in(D[8:0]), .enable(MEMBUS), .out(BUS[8:0]));
   counter5bit COUNT(.CLK(clk), .LD(LOAD), .INC(INC), .CLR(CLR), .DATA({1'b1, IROUT[2:0], 1'b0}), .STATE(STATE[4:0]));
   decoder DEC(.IN(STATE[4:0]), .OUT({FETCH1, FETCH2, FETCH3, UN01, UN02, UN03, UN04, UN05, UN06, UN07, UN08, UN09, UN10, UN11, UN12, UN13, ADD1, ADD2, SUB1, SUB2, AND1, AND2, INC1, UN14, JMP1, UN15, JC1, UN16, JZ1, UN17, MOV1, UN18}));
   assign CLR = ADD2 || AND2 || SUB2 || INC1 || JMP1 || JC1 || JZ1 || MOV1 || INITIALCLR;
   assign INC = FETCH1 || FETCH2 || ADD1 || AND1 || SUB1;
   assign LOAD = FETCH3;
   assign PCBUS = FETCH1;
   assign DRBUS = FETCH3 || ADD2 || AND2 || SUB2 || JMP1 || JC1VALID || JZ1VALID;
   assign MEMBUS = FETCH2 || ADD1 || AND1 || SUB1;
   assign ARLOAD = FETCH1 || FETCH3;
   assign PCLOAD = JMP1 || JC1VALID || JZ1VALID;
   assign PCINC = FETCH2;
   assign DRLOAD = FETCH2 || ADD1 || AND1 || SUB1;
   assign ACLOAD = ADD2 || AND2 || SUB2;
   assign ACINC = INC1;
   assign IRLOAD = FETCH3;
   assign ALUSEL[1:0] = {AND2, SUB2};
   assign READ = FETCH2 || ADD1 || AND1 || SUB1;
   assign WRITE = MOV1;
   assign DATA[8:0] = ACOUT[8:0];
   assign ZERO = ~(ACOUT[0] || ACOUT[1] || ACOUT[2] || ACOUT[3] || ACOUT[4] || ACOUT[5] || ACOUT[6] || ACOUT[7] || ACOUT[8]);
   dff CARRYFF(.CLK(CARRYCLK), .D(CARRYD), .Q(CARRY));
   assign CARRYCLK = ADD2 || SUB2 || AND2 || INC1;
   assign CARRYD = (ALUCARRY && ADD2);
   initial begin
	  INITIALCLR = 1;
   end
   always @(negedge clk) begin
	  INITIALCLR = 0;
   end
endmodule  
File: config.mk
export PLATFORM = sky130hd
export DESIGN_NAME = simplecpu
export DESIGN_NICKNAME = simplecpu
export VERILOG_FILES = /design/flow/design.v
export SDC_FILE = /design/flow/constraint.sdc
export NUM_CORES = 4
export LEC_CHECK = 1
export CORE_AREA = 10 10 75 75
export DIE_AREA = 0 0 85 85
==> results.sh <==
# implementation run metrics
export IMPL_firstError="ERROR: Found 9 problems in 'check -assert'."
export IMPL_synth_seq_cells=15
export IMPL_synth_distinct_cells=41
export IMPL_yosys_warnings=11
export IMPL_flow_stopped_at="synthesis (1_2_yosys)"
export IMPL_status="did not finish"
export IMPL_yosys_area_sq_um=1170
export IMPL_yosysCellCount=131
export IMPL_synth_seq_share_pct=25.7
[cells in the mapped netlist, drive strengths merged]
master | instances | share of area (%)
a31oi | 2 | 1.1
conb | 1 | 0.32
inv | 8 | 2.6
nand2b | 1 | 0.54
nor4 | 6 | 5.6
and2b | 2 | 1.3
buf | 20 | 13
o32ai | 1 | 2.4
nor2b | 2 | 1.1
and4bb | 2 | 2.5
nand2 | 3 | 0.96
nor3 | 8 | 4.7
and3 | 5 | 2.8
dfxtp | 15 | 26
xnor2 | 9 | 6.8
o211ai | 2 | 1.3
or3b | 1 | 0.75
or3 | 1 | 0.54
nand4bb | 1 | 2.4
nor3b | 1 | 0.64
o21bai | 2 | 1.9
or2b | 1 | 0.64
a31o | 1 | 0.75
nand4 | 1 | 0.54
ha | 6 | 6.4
o31ai | 1 | 1.1
o2bb2ai | 1 | 0.75
a21o | 1 | 0.64
o21ai | 2 | 0.86
a21oi | 3 | 1.3
mux2i | 1 | 0.86
nor2 | 14 | 4.5
nand3 | 5 | 2.1
nand4b | 1 | 0.75
[logic make-up after synthesis]
| group | after synthesis | share of synthesized area [%] |
|---|---|---|
| simple gates | 55 | 32.3 |
| buf+inv | 28 | 15.6 |
| compound gates | 16 | 12.0 |
| flops | 15 | 25.7 |
| xor+xnor | 9 | 6.75 |
| fa+ha+maj | 6 | 6.43 |
| other cells | 1 | 0.321 |
| mux | 1 | 0.857 |
