$ cat design/flow/config.mk
export PLATFORM = sky130hd
export DESIGN_NAME = memory
export DESIGN_NICKNAME = memory
export VERILOG_FILES = /design/flow/design.v
export SDC_FILE = /design/flow/constraint.sdc
export NUM_CORES = 4
export LEC_CHECK = 1
export CORE_UTILIZATION = 30
$ cat design/flow/constraint.sdc
current_design memory

set clk_period 12.5
set clk_io_pct 0.2

create_clock -name clk0 -period $clk_period [get_ports {READ}]
create_clock -name clk1 -period $clk_period [get_ports {WRITE}]

set non_clock_inputs [all_inputs -no_clocks]
set_input_delay [expr $clk_period * $clk_io_pct] -clock clk0 $non_clock_inputs
set_output_delay [expr $clk_period * $clk_io_pct] -clock clk0 [all_outputs]
$ cat design/flow/design.v
module memory(input READ, input WRITE, input wire [8:0] DATA, input wire [5:0] A, output reg [8:0] D);
   reg [8:0] M[63:0];  
   always @(posedge READ) begin
	  D[8:0] = M[A[5:0]][8:0];
   end
   always @(posedge WRITE) begin
	  M[A[5:0]][8:0] = DATA[8:0];
   end
   initial begin
	  M[00][8:0] = 9'b010001100; 
	  M[01][8:0] = 9'b000001010; 
	  M[02][8:0] = 9'b111001001; 
	  M[03][8:0] = 9'b010001100; 
	  M[04][8:0] = 9'b000001011; 
	  M[05][8:0] = 9'b111001010; 
	  M[06][8:0] = 9'b000001001; 
	  M[07][8:0] = 9'b111001011; 
	  M[08][8:0] = 9'b100000000; 
	  M[09][8:0] = 9'b000000000; 
	  M[10][8:0] = 9'b000000001; 
	  M[11][8:0] = 9'b000000001; 
	  M[12][8:0] = 9'b000000000; 
	  M[13][8:0] = 9'b000000000;
	  M[14][8:0] = 9'b000000000;
	  M[15][8:0] = 9'b000000000;
	  M[16][8:0] = 9'b000000000;
	  M[17][8:0] = 9'b000000000;
	  M[18][8:0] = 9'b000000000;
	  M[19][8:0] = 9'b000000000;
	  M[20][8:0] = 9'b000000000;
	  M[21][8:0] = 9'b000000000;
	  M[22][8:0] = 9'b000000000;
	  M[23][8:0] = 9'b000000000;
	  M[24][8:0] = 9'b000000000;
	  M[25][8:0] = 9'b000000000;
	  M[26][8:0] = 9'b000000000;
	  M[27][8:0] = 9'b000000000;
	  M[28][8:0] = 9'b000000000;
	  M[29][8:0] = 9'b000000000;
	  M[30][8:0] = 9'b000000000;
	  M[31][8:0] = 9'b000000000;
	  M[32][8:0] = 9'b000000000;
	  M[33][8:0] = 9'b000000000;
	  M[34][8:0] = 9'b000000000;
	  M[35][8:0] = 9'b000000000;
	  M[36][8:0] = 9'b000000000;
	  M[37][8:0] = 9'b000000000;
	  M[38][8:0] = 9'b000000000;
	  M[39][8:0] = 9'b000000000;
	  M[40][8:0] = 9'b000000000;
	  M[41][8:0] = 9'b000000000;
	  M[42][8:0] = 9'b000000000;
	  M[43][8:0] = 9'b000000000;
	  M[44][8:0] = 9'b000000000;
	  M[45][8:0] = 9'b000000000;
	  M[46][8:0] = 9'b000000000;
	  M[47][8:0] = 9'b000000000;
	  M[48][8:0] = 9'b000000000;
	  M[49][8:0] = 9'b000000000;
	  M[50][8:0] = 9'b000000000;
	  M[51][8:0] = 9'b000000000;
	  M[52][8:0] = 9'b000000000;
	  M[53][8:0] = 9'b000000000;
	  M[54][8:0] = 9'b000000000;
	  M[55][8:0] = 9'b000000000;
	  M[56][8:0] = 9'b000000000;
	  M[57][8:0] = 9'b000000000;
	  M[58][8:0] = 9'b000000000;
	  M[59][8:0] = 9'b000000000;
	  M[60][8:0] = 9'b000000000;
	  M[61][8:0] = 9'b000000000;
	  M[62][8:0] = 9'b000000000;
	  M[63][8:0] = 9'b000000000;
   end
endmodule  
$ cat design/flow/run.sh
#!/bin/bash
# OpenROAD 26Q1-2900-gdf79404cd8, Yosys 0.63+post, stock flow scripts
make -C /OpenROAD-flow-scripts/flow DESIGN_CONFIG=/design/flow/config.mk WORK_HOME=/design/flow/orfs finish
==> impl_metrics.toml <==
# yosys + openroad results
[die]
pin_count = 26
initial_core_util = 0.304
die_area_sq_um = 76700
die_y_microns = 277
core-area_sq_um = 74600
die_w_microns = 277
num_rows = 100

[clocking]
cts.repair.resized = 0
hold_buffers = 0
cts_setup_buffers = 0
tritoncts = "built"
path_clk_slew_ns = 0.06
cts_sinks = 585

[pwr]
p_int_w = 0.00320
p_leak_nw = 8.19
combPwrFrac = 0.059
p_sw_w = 0.000896
vdd.ir_drop.worst_mv = 0.0908
powerDensity_nw_per_um2 = 157
seqPwrFrac = 0.537
p_clk_frac = 0.404
power_w = 0.00409
swShare = 0.219

[timing]
setup_viol = 0
setup_tns_ns = 0
maxSlewViolCount = 0
rsz0062_at_grt = "no"
slew_headroom = 0.241
final-hold-violation-count = 0
worst_pin_slew_ns = 1.13

[synthesis]
edf_count = 576
syn-cell-area_sq_um = 22700
synth-area-yosys_sq_um = 22700
ys.flop_type = "edfxtp_1"
netlist_instances = 1314
synth_top_area_share = 0.763
synth_seq_share = 0.771
yosysWarnings = 1
synthArstFlopShare = 0
yosys-top-cells-count = "576 x edfxtp_1, 102 x nor2_1, 82 x a22oi_1"
synth.avg_cell_area_sq_um = 17.3
synthDistinctLibCells = 57
ys_ff = 585
synth.most_common_cell = "edfxtp_1"
ys_cells = 1314
yosysTopAreaCell = "edfxtp_1"
top_cells_by_area = "edfxtp_1 76%, a22oi_1 2.7%, mux2i_1 2.3%"

[worst_setup_path]
crit_path_end_kind = "flop"
path_buffers = 3
cp_max_fo = 60
cp_top_family = "buffers and inverters"
critPathSlowestCell = "buf_4"
required_ns = 12.61
cpMostUsedCell = "buf_4"
rrSetupSlack_ns = 9.69
criticalPathCategory = "in2reg"
arrival_ns = 6.11
cp_cell_sequence = "buf_6 > buf_4 > buf_4 > mux2_2 > a221oi_1 > a31oi_1 > o21ai_0 > nand4_1 > or4_1"
cp-start-kind = "input pin"
slowest_delay_ns = 0.67

[cells_and_area]
drive_above_1_share = 0.173
design_area_sq_um = 26100
fillerInstances = 6878
synthToLayoutAreaGrowth_pct = 14.9

[global_routing]
antenna_found_initial = 5
grt_pass1_vias = 13700
grt_pass1_wl_microns = 94700
grt_max_degree = 65
grt_overflow_total = 0
grt_usage = 0.180

[run]
maxCapViolCount = 0
warnings = 26

[routing]
vias = 13200
vias_per_cell = 5.46
post-route-drc-count = 0
wirelength_microns = 65300
num_antenna_cells = 0
wl_per_cell_microns = 27.1
antenna_left = 0
drt_first_pass_iters = 5
drt-initial-drc-count = 980

[placed_design]
placed_cell_area_sq_um = 24300
gp_congestion = 0.985
port_buffers = 24
dp_hpwl_microns = 39500

[worst_hold_path]
hold_path_class = "reg2reg"

[outcome]
status = "finished clean"
-- registers in the layout (all words and copies together), names as in the netlist --
register,count
M,576
D,9
-- cell type report --
cell class / instances / area, sq um / share of cell area
repair buffers: 113 / 857 / 0.0329
inverters: 3 / 11.3 / 0.000432
clock inverters: 28 / 176 / 0.00677
flip-flops and latches: 585 / 17500 / 0.671
multi-input cells: 634 / 4700 / 0.181
clock buffers: 80 / 1620 / 0.0621
well taps: 969 / 1210 / 0.0465
-- layer usage --
layer / wire length (microns) / global-route usage / up-vias
li1: - / - / 5583
met1: 23600 / 0.228 / 6611
met2: 30000 / 0.269 / 836
met3: 9780 / 0.113 / 131
met4: 1870 / 0.0442 / 10
met5: 71 / 0.000625 / -
-- through the flow --
stage | cells | setup slack (ns) | utilization | hold slack [ns]
6_report | 2412 | 6.49 | 0.349 | 1.03
5_1_grt | 2412 | 6.26 | 0.349 | 1.07
4_1_cts | 2412 | 6.49 | 0.349 | 1.05
3_5_place_dp | 2304 | 6.25 | 0.325 | 0.633
3_3_place_gp | 2304 | 6.31 | 0.325 | 0.629
2_1_floorplan | 1314 | 8.05 | - | 0.582
-- worst min-delay path: cells and delay by family, from the launching register on --
kind | cells | cell delay (ns)
flip-flops | 1 | 0.32
AND/OR/NAND/NOR | 1 | 0.12
AND-OR/OR-AND | 2 | 0.18
-- power groups by stage --
stage / combinational [W] / sequential, W / clock [W]
4_1_cts: 0.000242 / 0.00219 / 0.00167
5_1_grt: 0.000257 / 0.00220 / 0.00175
6_report: 0.000242 / 0.00220 / 0.00165
-- cell families after synthesis --
group,after synthesis,share of synthesized area
AND-OR/OR-AND,333,0.110
buffers and inverters,95,0.0230
flip-flops,585,0.771
multiplexers,111,0.0582
AND/OR/NAND/NOR,190,0.0378
-- worst paths after layout --
path	start	endpoint	cells after the start
setup / recovery	A[2]	D[5]	9
hold / removal	M[1][7]	D[7]	3
setup reg to reg	M[55][0]	D[0]	4
hold reg to reg	M[1][7]	D[7]	3
max in group clk1	A[0]	M[6][0]	7
min in group clk1	DATA[0]	M[13][0]	1
-- cell usage in the layout (no fill, tap or decap), types with 5 or more instances in the layout --
cell,n
mux2i_1,53
a31oi_1,7
o21ai_0,38
o22a_1,9
nand3_1,6
nand2_1,35
mux2_2,43
dfxtp_1,9
clkbuf_16,62
buf_2,10
or3_1,5
clkdlybuf4s50_1,12
a21oi_1,30
a32oi_1,5
mux4_2,11
clkbuf_1,18
a22oi_1,82
o22ai_1,27
buf_4,90
or4_1,7
a22o_1,18
edfxtp_1,576
nor2_1,100
a221o_1,15
nor3_1,8
a221oi_1,59
clkinv_2,8
clkinv_1,16
o221ai_1,14
a222oi_1,5
Power figures rest on the tool's default switching activity, not on a simulated workload.
